$ cat ./run.sh
#!/bin/bash
# OpenROAD 26Q1-2900-gdf79404cd8, Yosys 0.63+post, stock flow scripts
make -C /OpenROAD-flow-scripts/flow DESIGN_CONFIG=/design/flow/config.mk WORK_HOME=/design/flow/orfs finish
$ cat ./config.mk
export PLATFORM = sky130hd
export DESIGN_NAME = main
export DESIGN_NICKNAME = main
export VERILOG_FILES = /design/flow/design.v
export SDC_FILE = /design/flow/constraint.sdc
export NUM_CORES = 4
export LEC_CHECK = 1
export CORE_AREA = 10 10 70 70
export DIE_AREA = 0 0 80 80
$ cat ./constraint.sdc
current_design main

set clk_period 1.8
set clk_io_pct 0.2

create_clock -name clk0 -period $clk_period [get_ports {clk}]

set non_clock_inputs [all_inputs -no_clocks]
set_input_delay [expr $clk_period * $clk_io_pct] -clock clk0 $non_clock_inputs
set_output_delay [expr $clk_period * $clk_io_pct] -clock clk0 [all_outputs]
$ cat ./design.v
`timescale 1ns / 1ps
module main(
    input clk,
    output [3:0] led
    );
    reg [7:0] counter = 0;
    always @(posedge clk) begin
        counter <= (counter < 100) ? (counter + 1) : 0;
    end
    assign led[0] = (counter < 20) ? 1 : 0;
    assign led[1] = (counter < 40) ? 1 : 0;
    assign led[2] = (counter < 60) ? 1 : 0;
    assign led[3] = (counter < 80) ? 1 : 0;
endmodule
==> GITHUB_STEP_SUMMARY <==
## Synthesis and layout report

| Metric | Value |
|---|---|
| Status | completed |
| Number of I/O port buffers | 4 |
| Reg2Reg Capture Point | counter[5] |
| CP bufs+invs | 1 |
| Clock latency on the worst-skew pair | 250 ps |
| Part of the cycle the worst path needs | 0.960 |
| Most common logic cells in the final layout | 7 x nor2_1, 5 x dfxtp_1, 3 x nand3_1, 3 x clkbuf_4 |
| CTS Hold Buffers Added | 0 |
| Root buffer cell | clkbuf_4 |
| Post-synthesis register bit count | 8 |
| WL per Instance | 6.96 um |
| Number of cells on the critical path | 3 |
| Sw Share | 0.211 |
| FP Util | 0.0989 |
| Setup bufs post-CTS | 0 |
| Layout cells sized above 1 | 0.239 |
| R2R Path Start | counter[2] |
| Clock transition at the registers of the reported paths | 50 ps |
| Tool warning count | 25 |
| Worst hold path type | flop to flop |
| DIE WIDTH | 80 um |
| Max-Cap Viols | 0 |
| Seq share, synth | 0.474 |
| Crit-path leading delay family | buffers and inverters |
| Biggest regs | counter: 8 flops |
| Fmax | 0.578 GHz |
| Initial DRC Count | 21 |
| Clock power share | 0.378 |
| Grt total ovfl | 0 |
| Pleak | 0.176 nW |
| Critical Path End Type | primary output |
| Reg power frac | 0.544 |
| Setup crit end | led[1] |
| VDD IR max | 0.000179 V |
| Fin. max-slew vios | 0 |
| Die height | 80 um |
| P_int | 275 uW |
| First-pass GRT wire length | 1080 um |
| Fin crit period | 1730 ps |
| Final TNS setup | 0 ps |
| Yosys stat cell total | 38 |
| Routed vias/inst | 3.12 |
| Net Sw Power | 73.4 uW |
| Setup CP Type | flop to primary output |
| CTS tree | done |
| Slowest stage delay, CP | 480 ps |
| Vias in the first global route | 253 |
| # clock sinks | 8 |
| Critical Path RT | 1440 ps |
| Reg2Reg Depth | 4 |
| Clock Tree Buf Depth | 2 |
| Max reg flops | 8 |
| Clock skew | 0.317 ps |
| Placed Area | 443 um^2 |
| Initial antenna violation count | 0 |
| Total routed wirelength | 640 um |
| Final Hold Fails | 0 |
| Via count | 287 |
| Antenna Nets Post-Route | 0 |
| Total die size | 6400 um^2 |
| YS chip area | 338 um^2 |
| HPWL Detailed | 479 um |
| Crit-path cells | o21a_1 > nor3_2 > clkdlybuf4s50_1 |
| Overall routing resource usage | 0.0214 |
| Core area | 3420 um^2 |
| Fin area | 485 um^2 |
| TritonCTS buffer count | 3 |
| R2r setup slk | 610 ps |
| Synthesized area | 338 um^2 |
| Post-synthesis cell count | 38 |
| Max FO, Critical Path | 7 |
| Final GP Congestion | 0.819 |
| Drt drc | 0 |
| Most common logic cell in the routed design | nor2_1 |
| Cell variety after synth | 20 |
| Syn_area_per_cell | 8.89 um^2 |
| Power density over the cells | 717 nW/um^2 |
| Comb pwr share | 0.078 |
| Synthesis-to-finish area growth | 43.7% |
| Endpoints failing setup | 0 |
| Unrepaired setup endpoints after global routing | no |
| Ys Warns | 1 |
| Cell Rows | 21 |
| Crit start category | flop |
| Fillers | 392 |
| Reg with most FFs | counter |
| Boundary Pins | 5 |
| Crit path DAT | 1370 ps |
| Largest net degree at the start of global routing | 9 |
| Slowest cell on crit path | clkdlybuf4s50_1 |
| CTS H-tree lvls | 1 |
| Drt pass-1 iters | 4 |
| PnR worst setup slack | 71.3 ps |
| Critical Path Start | counter[4] |
| Diode count | 0 |
| Worst slack at placement | 108 ps |
synthesized netlist by cell type:
cell type	number	area share
nor4b_1	1	0.026
o21ai_0	2	0.030
xor2_1	2	0.052
inv_1	1	0.011
o21a_1	2	0.044
nand2b_1	1	0.019
dfxtp_1	8	0.47
xnor2_1	1	0.026
ha_1	1	0.037
a21oi_1	1	0.015
nand3_1	3	0.044
nand2_1	1	0.011
a211oi_1	1	0.022
nor3_1	1	0.015
conb_1	1	0.011
o311ai_1	1	0.026
and3_2	1	0.022
nor2_1	7	0.078
a31oi_1	1	0.019
or3_1	1	0.019
logic make-up after synthesis:
| logic type | synth area share |
|---|---|
| other | 0.0111 |
| xor gates and xnor gates | 0.0778 |
| adders and majority gates | 0.0370 |
| DFF | 0.474 |
| buffers and inverters | 0.0111 |
| and+or+nand+nor | 0.233 |
| AOI/OAI and AO/OA | 0.156 |
worst min-delay path by stage:
stage         slack [ps]  depth (start not counted)          to  startpoint
finish               460                          1  counter[0]  counter[0]
global route         500                          1  counter[0]  counter[0]
CTS                  470                          1  counter[0]  counter[0]
routing by layer:
layer,vias to the layer above,track usage,part of all wire
met5,-,0,0
met4,0,0.00352,0
met3,0,0.0239,0.16
met2,13,0.0225,0.30
met1,121,0.0275,0.54
li1,153,-,-
layout make-up:
type / instances / area, um^2 / area share
inverter: 1 / 3.75 / 0.00773
timing repair buffer: 5 / 45.0 / 0.0928
sequential: 8 / 166 / 0.343
clock buffer: 3 / 22.5 / 0.0464
tap: 46 / 57.6 / 0.119
multi-input combinational: 29 / 190 / 0.392
metrics by stage:
| stage | instances | hold slack, ps | utilization | total power, mW |
|---|---|---|---|---|
| 2_1_floorplan | 38 | 430 | - | 0.207 |
| 3_3_place_gp | 89 | 444 | 0.130 | 0.221 |
| 3_5_place_dp | 89 | 458 | 0.130 | 0.222 |
| 4_1_cts | 92 | 468 | 0.140 | 0.354 |
| 5_1_grt | 92 | 504 | 0.142 | 0.374 |
| 6_report | 92 | 462 | 0.142 | 0.348 |
repair_timing:
item	4_1_cts	5_1_grt
pin swaps	0	0
resized	7	2
endpoints found under the setup margin	3	2
power by group through the flow:
stage	Sequential (mW)	Combinational [mW]	Clock, mW
CTS	0.189	0.0277	0.138
global route	0.191	0.0317	0.152
finish	0.189	0.0272	0.132
worst reg2reg max path, cell delays in order (launching register included):
cell      delay (ps)
dfxtp_1          310
buf_4            150
o311ai_1         270
nand2b_1         220
a21oi_1          170
Power is estimated from default activity; no workload was simulated.
