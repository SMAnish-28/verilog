`design/flow/design.v`:
```
`timescale 1ns/1ps
module non_ov_0110(
    input clk,
    input rst,
    input in,
    output reg out
    );
    parameter s0 = 0, s1 = 1, s2 = 2, s3 = 3;
    reg [1:0] state;
    always @(posedge clk) begin
        if(rst == 1'b1) begin
            state <= s0;
            out <= 1'b0;
        end
        else begin
            case(state)
                s0: begin
                    state <= in ? s0 : s1;
                    out <= 0;
                end 
                s1: begin
                    state <= in ? s2 : s1;
                    out <= 0;
                end
                s2: begin
                    state <= in ? s3 : s1;
                    out <= 0;
                end
                s3: begin
                    state <= in ? s0 : s0;
                    out <= in ? 0 : 1;
                end
                default: begin
                    state <= s0;
                    out <= 0;
                end
            endcase
        end
    end
endmodule
```
`design/flow/run.sh`:
```
#!/bin/bash
# OpenROAD 26Q1-2900-gdf79404cd8, Yosys 0.63+post, stock flow scripts
make -C /OpenROAD-flow-scripts/flow DESIGN_CONFIG=/design/flow/config.mk WORK_HOME=/design/flow/orfs finish
```
`design/flow/config.mk`:
```
export PLATFORM = sky130hd
export DESIGN_NAME = non_ov_0110
export DESIGN_NICKNAME = non_ov_0110
export VERILOG_FILES = /design/flow/design.v
export SDC_FILE = /design/flow/constraint.sdc
export NUM_CORES = 4
export LEC_CHECK = 1
export CORE_AREA = 10 10 70 70
export DIE_AREA = 0 0 80 80
```
`design/flow/constraint.sdc`:
```
current_design non_ov_0110

set clk_period 1.4
set clk_io_pct 0.2

create_clock -name clk0 -period $clk_period [get_ports {clk}]

set non_clock_inputs [all_inputs -no_clocks]
set_input_delay [expr $clk_period * $clk_io_pct] -clock clk0 $non_clock_inputs
set_output_delay [expr $clk_period * $clk_io_pct] -clock clk0 [all_outputs]
```
==> results.txt <==
flow finished, numbers: initial antenna violation count=0, DR vias=107, TritonRoute pass-1 iters=2, Crit Reg-Reg Startpoint=state[0], Gate power share=4.4%, first-pass GRT wire length=593 µm, async set-reset flop share out of synthesis=0%, switching power=0.0652 mW, Routed WL per cell=5.02 µm, Post-synth EDFFs=0, ranking of synthesized cells by area=dfxtp_1 68%, and3b_2 14%, nor3_1 6.8%, Setup Viol. Count Final=0, largest area contributor in the netlist=dfxtp_1, Initial DRC Count=4, CTS tree=built, R2R depth=1, Critical Path RT=1.12 ns, number of global-route vias before repair=131, Reg power frac=45.5%, clk ins delay skew pair=0.24 ns, placed cells=60, CP Depth=1, delay of the slowest critical-path stage=0.46 ns, WP data arrival=1.01 ns, Critical Path Sink=out, Sw Share=19.8%, dpl cell area=234 µm², yosys warns=1, Clock power frac=50.1%, Final Critical Period=1.29 ns, fin crit share=91.9%, WL final=321 µm, largest net degree at the start of global routing=6, Die Width=80 µm, crit path launch type=flip-flop, FF+latch count, synth=5, Ports=4, Synth Instances=11, Pint=0.265 mW, post-synth top area share=68.4%, Pre-Place Util=4.29%, Synth cell types=5, Reg2Reg Setup Slack=0.70 ns, # H-tree levels=1, crit path from=out, Max Root-Sink Buffers=2, Die H=80 µm, Finished Layout Cells=64, Mapped Area=146 µm², slowest CP cell=clkdlybuf4s50_1, Chip Area=0.00640 mm², Diodes inserted=0, Log Warnings=25, FP Rows=21, DRC=0, cell area after layout=260 µm², Via density=1.67, CP max FO=1, endpoint class of the critical path=output pin, syn avg cell area=13.3 µm², # port buffers=3, CP Class=flip-flop to output pin, RSZ-0062 raised after global routing=no, CP Cell Sequence=clkdlybuf4s50_1, Post-CTS Hold Fix Bufs=0, DP HPWL=251 µm, TritonCTS buffer count=3, Worst VDD drop=0.000395 V, Core ar.=0.00342 mm², yosys stat chip area=146 µm², Area growth syn-to-layout=77.8%, Top FF cell, synth=dfxtp_1, Slew @ Worst Pin=0.182 ns, GR Util All Layers=1.27%, setup repair bufs after CTS=0, Top delay family on crit path=buffers and inverters, GRT overflow=0, most common cell in the synthesized netlist=dfxtp_1, fraction of the yosys area taken by sequential cells=68.4%, cts repair resizes=0, Setup TNS=0 ns, worst reg2reg path endpoint=state[0], hold crit path type=flip-flop to flip-flop, GPL Wtd Cong=0.655, clock skew=0.000890 ns, Final Max Tran Viols=0, # Cells Yosys=11, Routed Antenna Nets=0, status=finished, final reports clean, Fmax=777 MHz, final hold viol count=0, Buf+Inv Stages, Crit Path=1, top cells by count=5 x dfxtp_1, 2 x and3b_2, 2 x nor3_1, leak pwr=0.0888 nW, CTS sink count=5, Slew HR=87.8%, PwrDens=1270 mW/mm², root buf cell=clkbuf_4, CTS clk-pin slew, worst paths=0.04 ns, max-cap viol count=0, layout cell share with drive strength beyond 1=27.8%
-- power by group through the flow --
stage / clock network, mW / logic [mW] / registers (mW)
4_1_cts: 0.171 / 0.0145 / 0.150
5_1_grt: 0.194 / 0.0165 / 0.150
6_report: 0.165 / 0.0144 / 0.150
-- state kept, by name, summed over array words and instances, names as in the netlist --
name	count
out	1
state	4
-- how the worst min path moves through the flow --
stage                 startpoint        to  slack (ns)  depth (start not counted)
after global routing    state[3]  state[0]        0.46                          1
final                   state[3]  state[0]        0.44                          1
after CTS               state[3]  state[0]        0.44                          1
-- per-layer routing --
| metal | share of wire (%) | up-vias | track usage [%] | routed length, µm |
|---|---|---|---|---|
| li1 | - | 54 | - | - |
| met1 | 55 | 47 | 1.60 | 178 |
| met2 | 25 | 6 | 1.04 | 81 |
| met3 | 19 | 0 | 1.82 | 62 |
| met4 | 0 | 0 | 0.352 | 0 |
| met5 | 0 | - | 0 | 0 |
-- cells by family (layout without fill, tap and decap cells) --
kind of cell,Yosys count,in the layout,share of synthesized area (%)
AOI/OAI and AO/OA,1,1,5.98
DFF,5,5,68.4
and+or+nand+nor,5,5,25.6
buffers and inverters,0,7,0
-- metrics by stage --
stage	util [%]	hold slack, ns	power, mW	setup slack [ns]
after global placement	6.85	0.421	0.166	0.259
after CTS	7.62	0.442	0.336	0.0899
after global routing	7.62	0.464	0.361	0.0554
after floorplan	-	0.355	0.157	0.728
final	7.62	0.441	0.330	0.114
after detailed placement	6.85	0.430	0.167	0.234
-- layout make-up --
type	instances	area, µm²
Tap cell	46	57.6
Sequential cell	5	100
Multi-Input combinational cell	6	46.3
Timing Repair Buffer	3	30.0
Fill cell	408	3160
Clock buffer	4	26.3
-- layout by cell type, fill, tap and decap left out --
cell,Yosys,routed
clkbuf_1,0,1
nor3_1,2,2
nor3b_1,1,1
dfxtp_1,5,5
clkdlybuf4s50_1,0,3
clkbuf_4,0,3
and3b_2,2,2
a211o_1,1,1
Power is estimated from default activity; no workload was simulated.
