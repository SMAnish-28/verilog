### flow/run.sh
#!/bin/bash
# OpenROAD 26Q1-2900-gdf79404cd8, Yosys 0.63+post, stock flow scripts
make -C /OpenROAD-flow-scripts/flow DESIGN_CONFIG=/design/flow/config.mk WORK_HOME=/design/flow/orfs finish
### flow/config.mk
export PLATFORM = sky130hd
export DESIGN_NAME = mealy_ov
export DESIGN_NICKNAME = mealy_ov
export VERILOG_FILES = /design/flow/design.v
export SDC_FILE = /design/flow/constraint.sdc
export NUM_CORES = 4
export LEC_CHECK = 1
export CORE_AREA = 10 10 70 70
export DIE_AREA = 0 0 80 80
### flow/constraint.sdc
current_design mealy_ov

set clk_period 1.0
set clk_io_pct 0.2

create_clock -name clk0 -period $clk_period [get_ports {clk}]

set non_clock_inputs [all_inputs -no_clocks]
set_input_delay [expr $clk_period * $clk_io_pct] -clock clk0 $non_clock_inputs
set_output_delay [expr $clk_period * $clk_io_pct] -clock clk0 [all_outputs]
### flow/design.v
`timescale 1ns/1ps
module mealy_ov(
    input clk,
    input rst,
    input in,
    output reg out
    );
    parameter s0 = 0, s1 = 1, s10 = 2, s101 = 3, s1011 = 4;
    reg[2:0] state;
    always @(posedge clk) begin
        if(rst == 1'b1) begin
            state <= s0;
            out <= 1'b0;
        end
        else begin
            case(state)
                s0: begin
                    state <= in ? s1 : s0;
                    out <= 0;
                end
                s1: begin
                    state <= in ? s1 : s10;
                    out <= 0;
                end
                s10: begin
                    state <= in ? s101 : s0;
                    out <= 0;
                end
                s101: begin
                    state <= in ? s1011 : s101;
                    out <= 0;
                end
                s1011: begin
                    state <= in ? s1 : s10;
                    out <= in ? 0 : 1;
                end 
            endcase
        end
    end
endmodule
==> impl_table.tex <==
% Auto-generated results table
\begin{tabular}{lr}
\hline
Metric & Value \\
\hline
\multicolumn{2}{l}{\textbf{Cells and area}} \\
\quad Final std cells w/o fill & 72 \\
\quad Ratio of cells with drive above 1 in the final layout & 26.9\% \\
\quad Fillers & approximately 400 \\
\quad Final design instance area without fill & 333 um\^{}2 \\
\quad Layout Area Growth over Synthesis & 57.4\% \\
\multicolumn{2}{l}{\textbf{Critical path}} \\
\quad Kind of start point of the critical path & primary input \\
\quad CP Class & in2reg \\
\quad Reg-to-Reg Start & state[3] \\
\quad Worst r2r dst & out \\
\quad Crit path capture type & register \\
\quad Minimum setup slack among reg-to-reg paths & between 0.2 and 0.25 ns \\
\quad Critical path capture point & state[4] \\
\quad Number of cell instances on the worst register-to-register path & 2 \\
\quad Crit path DAT & 1.05 ns \\
\quad Start point of the critical path & in \\
\quad Data required time of the critical path & 1.14 ns \\
\quad Max Fanout on Critical Path & 6 \\
\multicolumn{2}{l}{\textbf{Clock network}} \\
\quad Inserted Clock Buffers & 3 \\
\quad Post-cts hold-fix buffer tally & 0 \\
\quad Number of gates resized after cts & 2 \\
\quad Number of setup buffers added after CTS & 0 \\
\quad Number of sinks driven by the clock tree & 6 \\
\quad CTS tree & yes \\
\quad Insertion Delay late pin & 0.25 ns \\
\quad Clk root buf & clkbuf\_4 \\
\quad Buffer levels on the longest clock path & 2 \\
\quad Level count of the clock H-tree & 1 \\
\quad Clock-pin slew of the registers on the worst-case setup and hold paths & around 0.040 ns \\
\multicolumn{2}{l}{\textbf{Detailed routing}} \\
\quad Per-cell routed wire length & 6.13 um \\
\quad Antenna diode count & 0 \\
\quad Final routed wirelength across all metal layers & around 440 um \\
\quad Post-detailed-route DRC marker count & 0 \\
\quad Vias per Instance & 2.29 \\
\quad Vias & 165 \\
\quad Remaining antenna violation count after routing & 0 \\
\quad Number of design-rule violations left by the first detailed-router iteration & 1 \\
\quad DR pass1 iterations & 4 \\
\multicolumn{2}{l}{\textbf{Place}} \\
\quad Area after DPL & 307 um\^{}2 \\
\quad Placed cells & 69 \\
\quad Placer's final routability congestion estimate & 0.677 \\
\quad Sum of net half-perimeters after detailed placement & 325 um \\
\quad Number of buffer cells added on primary ports & 3 \\
\multicolumn{2}{l}{\textbf{Synth}} \\
\quad Post-synth EDFFs & 0 \\
\quad Top cells by count & 6 x dfxtp\_1, 3 x nor2\_1, 3 x nor3\_1 \\
\quad Number of warnings printed during yosys synthesis & 1 \\
\quad Syn avg cell area & 11.1 um\^{}2 \\
\quad Synth area leader & dfxtp\_1 \\
\quad Ys async rst share & 0\% \\
\quad Post-synthesis instance area & 211 um\^{}2 \\
\quad Top cell type by instance count after synthesis & dfxtp\_1 \\
\quad Predominant post-synthesis flop cell & dfxtp\_1 \\
\quad Post-synthesis chip area from yosys & 211 um\^{}2 \\
\quad Synthesized instance count & 19 \\
\quad Unique masters post-synth & 9 \\
\quad Portion of synthesized cell area occupied by the leading cell type & 56.8\% \\
\quad Number of cells in Yosys stat & 19 \\
\quad Cell types with the largest area share after synthesis & dfxtp\_1 57\%, nor3\_1 7.1\%, nor3b\_1 7.1\% \\
\quad Post-synth regs & 6 \\
\quad Portion of the post-synthesis area used by sequential elements & 56.8\% \\
\multicolumn{2}{l}{\textbf{Run status}} \\
\quad Outcome & completed \\
\multicolumn{2}{l}{\textbf{Floorplanning}} \\
\quad Floorplan die height & 80 um \\
\quad Die footprint & 6400 um\^{}2 \\
\quad Die span in x & around 80 um \\
\quad Standard-cell rows & 21 \\
\quad Ports & 4 \\
\quad Fraction of the core area occupied by cells at floorplan & 6.19\% \\
\quad Core box area & 3420 um\^{}2 \\
\multicolumn{2}{l}{\textbf{Final timing}} \\
\quad Minimum clock period & 0.915 ns \\
\quad Transition time at the pin with the least slew margin & 0.233 ns \\
\quad Final cycle utilization of the critical path & 91.5\% \\
\quad Highest clock rate & $\sim$1100 MHz \\
\quad Setup clock skew after layout & slightly below 0.004 ns \\
\quad Max-slew headroom at the worst pin & 84.4\% \\
\quad Final-report hold violation count & 0 \\
\quad Final number of setup-violating endpoints & 0 \\
\quad Final count of pins violating max slew & 0 \\
\quad RSZ-0062 raised after global routing & false \\
\multicolumn{2}{l}{\textbf{GRT}} \\
\quad Aggregate global routing overflow & 0 \\
\quad Tot GR Track Use & 1.67\% \\
\quad Antenna violations before repair & 0 \\
\quad First-pass GRT wire length & 759 um \\
\quad Via count of the first global-routing pass & roughly 180 \\
\quad Pin count of the biggest net entering global routing & 7 \\
\multicolumn{2}{l}{\textbf{Min path}} \\
\quad HP Class & in2reg \\
\multicolumn{2}{l}{\textbf{Flow run}} \\
\quad Max-capacitance violation count & 0 \\
\quad Count of tool warnings & 25 \\
\multicolumn{2}{l}{\textbf{Pwr}} \\
\quad Static leakage & between 0.1 and 0.15 nW \\
\quad Total power per unit cell area & about 1500 nW/um\^{}2 \\
\quad Maximum VDD drop & 0.401 mV \\
\hline
\end{tabular}
through the flow:
stage               setup TNS, ns  total power [mW]  hold slack [ns]  setup WS, ns  utilization [%]
floorplan                       0             0.268            0.272         0.286                -
global placement           -0.565             0.286            0.492        -0.174             8.97
detailed placement         -0.754             0.288            0.521        -0.205             8.97
CTS                             0             0.511            0.531        0.0137             9.63
global route                    0             0.529            0.322        0.0358             9.74
finish                          0             0.504            0.289        0.0846             9.74
registers in the layout (all words and copies together) (netlist names):
| name | count |
|---|---|
| state | 5 |
| out | 1 |
worst max-delay path, cell delays in order:
cell	delay [ns]
clkdlybuf4s50_1	0.59
mux2i_1	0.21
nor2_1	0.05
per-layer routing:
metal  up-vias  wire length [um]  track usage, %
met2         7               137            1.85
met4         0                 0           0.176
met5         -                 0               0
met1        74               209            1.67
met3         0                94            2.61
li1         84                 -               -
cells in the final DEF, fill, tap and decap left out:
| cell | Yosys | final |
|---|---|---|
| dfxtp_2 | 0 | 1 |
| nor4b_2 | 1 | 1 |
| dfxtp_1 | 6 | 5 |
| dlymetal6s2s_1 | 0 | 1 |
| nor2_1 | 3 | 3 |
| buf_4 | 0 | 1 |
| nor3b_1 | 2 | 2 |
| o21bai_1 | 1 | 1 |
| nor3_1 | 3 | 3 |
| mux2i_1 | 1 | 1 |
| clkdlybuf4s50_1 | 0 | 1 |
| a21o_1 | 1 | 1 |
| clkbuf_4 | 0 | 3 |
| and3b_2 | 1 | 1 |
| clkdlybuf4s15_1 | 0 | 1 |
where the power goes:
group,switching (mW),internal [mW],total [mW]
Sequential,0.00612,0.247,0.254
Combinational,0.0133,0.0173,0.0306
Clock,0.0846,0.136,0.220
Total,0.104,0.400,0.504
kinds of logic after synthesis:
logic type,synth area share [%]
simple gates,31.4
flops,56.8
mux,4.73
compound gates,7.10
area by class of cell:
type	instances	area (um^2)	area share [%]
multi-input cells	13	91.3	27.4
flip-flops and latches	6	121	36.5
repair buffers	4	40.0	12.0
well taps	46	57.6	17.3
clock buffers	3	22.5	6.77
worst min path at each step:
stage / startpoint / to / slack, ns / cells past startpoint
after CTS: state[4] / state[4] / 0.53 / 2
after global routing: rst / state[3] / 0.32 / 2
final: rst / state[3] / 0.29 / 2
Power and IR drop assume default switching activity.
